==> design/flow/design.v <==
`timescale 10ns / 1ns
module i2c_controller(
	input wire clk,
	input wire rst,
	input wire [6:0] addr,
	input wire [7:0] data_in,
	input wire enable,
	input wire rw,
	output reg [7:0] data_out,
	output wire ready,
	inout i2c_sda,
	inout  i2c_scl
	);
	localparam IDLE = 0;
	localparam START = 1;
	localparam ADDRESS = 2;
	localparam READ_ACK = 3;
	localparam WRITE_DATA = 4;
	localparam WRITE_ACK = 5;
	localparam READ_DATA = 6;
	localparam READ_ACK2 = 7;
	localparam STOP = 8;
	localparam DIVIDE_BY = 4;
	reg [7:0] state;
	reg [7:0] saved_addr;
	reg [7:0] saved_data;
	reg [7:0] counter;
	reg [7:0] counter2 = 0;
	reg write_enable;
	reg sda_out;
	reg i2c_scl_enable = 0;
	reg i2c_clk = 1;
	assign ready = ((rst == 0) && (state == IDLE)) ? 1 : 0;
	assign i2c_scl = (i2c_scl_enable == 0 ) ? 1 : i2c_clk;
	assign i2c_sda = (write_enable == 1) ? sda_out : 'bz;
	always @(posedge clk) begin
		if (counter2 == (DIVIDE_BY/2) - 1) begin
			i2c_clk <= ~i2c_clk;
			counter2 <= 0;
		end
		else counter2 <= counter2 + 1;
	end 
	always @(negedge i2c_clk, posedge rst) begin
		if(rst == 1) begin
			i2c_scl_enable <= 0;
		end else begin
			if ((state == IDLE) || (state == START) || (state == STOP)) begin
				i2c_scl_enable <= 0;
			end else begin
				i2c_scl_enable <= 1;
			end
		end
	end
	always @(posedge i2c_clk, posedge rst) begin
		if(rst == 1) begin
			state <= IDLE;
		end		
		else begin
			case(state)
				IDLE: begin
					if (enable) begin
						state <= START;
						saved_addr <= {addr,rw};
						saved_data <= data_in;
					end
					else state <= IDLE;
				end
				START: begin
					counter <= 7;
					state <= ADDRESS;
				end
				ADDRESS: begin
					if (counter == 0) begin 
						state <= READ_ACK;
					end else counter <= counter - 1;
				end
				READ_ACK: begin
					if (i2c_sda == 0) begin
						counter <= 7;
						if(rw== 0) state <= WRITE_DATA;
						else if (rw == 1) state <= READ_DATA;
					end else state <= STOP;
				end
				WRITE_DATA: begin
					if(counter == 0) begin
						state <= READ_ACK2;
					end else counter <= counter - 1;
				end
				READ_ACK2: begin
					if ((i2c_sda == 0) && (enable == 1)) state <= IDLE;
					else state <= STOP;
				end
				READ_DATA: begin
					data_out[counter] <= i2c_sda;
					if (counter == 0) state <= WRITE_ACK;
					else counter <= counter - 1;
				end
				WRITE_ACK: begin
					state <= STOP;
				end
				STOP: begin
					state <= IDLE;
				end
				default: begin 
					state <= IDLE;
					saved_addr <= {addr, rw};
					saved_data <= data_in;
					end
			endcase
		end
	end
	always @(negedge i2c_clk, posedge rst) begin
		if(rst == 1) begin
			write_enable <= 1;
			sda_out <= 1;
		end else begin
			case(state)
				START: begin
					write_enable <= 1;
					sda_out <= 0;
				end
				ADDRESS: begin
					sda_out <= saved_addr[counter];
				end
				READ_ACK: begin
					write_enable <= 0;
				end
				WRITE_DATA: begin 
					write_enable <= 1;
					sda_out <= saved_data[counter];
				end
				WRITE_ACK: begin
					write_enable <= 1;
					sda_out <= 0;
				end
				READ_DATA: begin
					write_enable <= 0;				
				end
				STOP: begin
					write_enable <= 1;
					sda_out <= 1;
				end
			endcase
		end
	end
endmodule
==> design/flow/run.sh <==
#!/bin/bash
# OpenROAD 26Q1-2900-gdf79404cd8, Yosys 0.63+post, stock flow scripts
make -C /OpenROAD-flow-scripts/flow DESIGN_CONFIG=/design/flow/config.mk WORK_HOME=/design/flow/orfs finish
==> design/flow/config.mk <==
export PLATFORM = sky130hd
export DESIGN_NAME = i2c_controller
export DESIGN_NICKNAME = i2c_controller
export VERILOG_FILES = /design/flow/design.v
export SDC_FILE = /design/flow/constraint.sdc
export NUM_CORES = 4
export LEC_CHECK = 1
export CORE_UTILIZATION = 30
==> design/flow/constraint.sdc <==
current_design i2c_controller

set clk_period 3.1
set clk_io_pct 0.2

create_clock -name clk0 -period $clk_period [get_ports {clk}]

set non_clock_inputs [all_inputs -no_clocks]
set_input_delay [expr $clk_period * $clk_io_pct] -clock clk0 $non_clock_inputs
set_output_delay [expr $clk_period * $clk_io_pct] -clock clk0 [all_outputs]
==> out/qor.yml <==
synthesis:
  async_reset_ff_frac: 0.212
  yosys.area.top_type: "edfxtp_1"
  yosysWarnings: 2
  synthCells: 187
  top_cell_area_share: 0.405
  synthMostInstantiatedCell: "edfxtp_1"
  top_cells_by_count: "edfxtp_1 (33), nor2_1 (15), nand2_1 (12)"
  ys_types: 48
  syn-cell-area_sq_um: 2450
  synth_seq_share: 0.584
  ys_chip_area_sq_um: 2450
  top_cells_by_area: "edfxtp_1 (40%), dfrtp_1 (8.2%), dfxtp_1 (6.5%)"
  edf_count: 33
  synth-main-ff-cell: "edfxtp_1"
  synth.avg_cell_area_sq_um: 13.1
  ys_cells: 187
  ys_seq_elements: 52
clock_network:
  cts_root_buffer: "clkbuf_8"
  htree_levels: 1
  cts_hold_buf: 0
  cts-resized-gates: 0
  cts_setup_buffers: 0
  cts_made_buffers: 3
  clk_path_buf_depth: 2
place:
  gp_congestion: 0.814
  place_ws_ns: 0.711
  port_buffers: 27
  dpl.hpwl_um: 2880
status:
  outcome: "aborted with a tool error"
  haltStage: "4_1_cts"
  stop_error: "[error] [KeplerFormal.cpp:679] Workflow failed: Iso has multiple drivers: .i2c_sda0, i2c_sda$_DFFE_NP1P_.Q0"
floorplanning:
  row_count: 32
  die_h_um: 92.3
  ios: 30
  dieWidth_um: 92.3
  fp-utilization: 0.313
sta:
  unclocked_pins: 43
  untimed_endpoints: 84
## cell families after synthesis
logic type               Yosys count  synth area share
buffers and inverters             13            0.0327
XOR/XNOR                          10            0.0358
multiplexers                      14            0.0900
AND/OR/NAND/NOR                   76             0.185
flip-flops                        52             0.584
adder cells (fa/ha/maj)            3            0.0153
AND-OR/OR-AND                     19            0.0573
## through the flow
step	std cells	hold slack [ns]	area [sq um]	power [W]
2_1_floorplan	187	0.441	2450	0.000133
3_3_place_gp	312	0.459	2810	0.000160
3_5_place_dp	312	0.470	2810	0.000160
No activity file was given, so power comes from the tool's default toggle rates.
